==> flow/design.v <==
module UART_Tx(rst, clk, flag, data_out, available, data_in, d_num, s_num, par ,CLKstretch);
  input [7:0] data_in;
  input clk; 
  input rst;
  input d_num; 
  input s_num;
  input [1:0] par;
   input flag ;  
 reg [3:0] state ;  
 reg [7:0] data ; 
  output reg CLKstretch;                                 
  output reg data_out ;
  output reg available;  
 always @(posedge clk)
 begin  
     if (rst == 1'b0 )
     begin  
        data_out  <= 1'b1 ;
        data       <= 8'd0;
        state       <= 4'b0000 ;
        available    <= 1'b0;
        CLKstretch    <= 1'b1;
     end  
     else 
     begin  
        case (state) 
        4'b0000 : begin   
                     available    <= 1 ;                
                     if (flag) 
                        begin  
                          state <= 4'b0001 ; 
                        end  
                     else
                       begin  
                       state <= 4'b0000 ;
                       data_out     <= 1'b1;
                       CLKstretch   <= 1'b1;
                       end  
                  end   
        4'b0001 : begin   
                  CLKstretch   <= 1'b0;
                  data_out <= 1'b0 ;
                  data <= data_in ;
                  available <= 0 ; 
                  state <= 4'b0010;
                  end  
        4'b0010 : begin   
                  data_out <= data[0] ;
                  state <= 4'b0011 ;
                  end  
        4'b0011 : begin   
                  data_out <= data[1] ;
                  state <= 4'b0100 ;
                  end  
        4'b0100 : begin   
                  data_out <= data[2] ;
                  state <= 4'b0101 ;
                  end  
        4'b0101 : begin   
                  data_out <= data[3] ;
                  state <= 4'b0110 ;
                  end  
        4'b0110 : begin   
                  data_out <= data[4] ;
                  state <= 4'b0111 ;
                  end  
        4'b0111 : begin   
                  data_out <= data[5] ;
                  state <= 4'b1000 ;
                  end  
        4'b1000 : begin   
                  data_out <= data[6] ;
                  if (d_num)
                     begin  
                        state <= 4'b1001 ;
                     end  
                  else if (par ==  2'b00 || par == 2'b11)
                            begin  
                              state <= 4'b1011;
                            end  
                       else  
                            begin
                              state <= 4'b1010 ;
                            end 
                  end  
        4'b1001 : begin   
                     data_out <= data[7] ;
                     if (par == 2'b00 || par == 2'b11)  
                       begin 
                         state <= 4'b1011;
                       end 
                     else 
                       begin 
                         state <= 4'b1010 ;
                       end                  
                  end  
        4'b1010 : begin   
                   if (par == 2'b01 )
                     begin  
                     data_out <= parity(data,d_num) ; 
                     state <= 4'b1011 ; 
                     end  
                  else
                     begin  
                     data_out <= ~parity(data,d_num) ; 
                     state <= 4'b1011 ; 
                     end  
                  end  
        4'b1011 : begin   
                  data_out <= 1'b1 ;
                    if (s_num) 
                     begin 
                     if (flag) begin 
                          state <= 4'b0001 ; 
                          available <= 1 ;
                        end else begin state <= 4'b0000 ; end                        
                    end else begin  
                       available <= 1 ;
                       state <= 4'b1100 ; 
                       end  
                  end  
        4'b1100 : begin   
                     data_out <= 1'b1 ;     
                     available <= 1 ;                
                     if (flag) 
                        begin  
                          state <= 4'b0001 ;                        
                        end  
                     else
                       begin  
                       state <= 4'b0000 ;
                       end  
                  end   
        default : data_out <= 1 ; 
        endcase
     end   
 end 
function parity ;
   input [7:0] a;
   input dnum;
   begin  
   if (dnum == 1'b1 )
   begin   
   parity = a[0] ^ a[1] ^ a[2] ^ a[3] ^ a[4] ^ a[5] ^ a[6] ^ a[7]; 
   end  
   else
   begin  
   parity = a[0] ^ a[1] ^ a[2] ^ a[3] ^ a[4] ^ a[5] ^ a[6];
   end  
   end  
   endfunction 
endmodule
==> flow/run.sh <==
#!/bin/bash
# OpenROAD 26Q1-2900-gdf79404cd8, Yosys 0.63+post, stock flow scripts
make -C /OpenROAD-flow-scripts/flow DESIGN_CONFIG=/design/flow/config.mk WORK_HOME=/design/flow/orfs finish
==> flow/config.mk <==
export PLATFORM = sky130hd
export DESIGN_NAME = UART_Tx
export DESIGN_NICKNAME = UART_Tx
export VERILOG_FILES = /design/flow/design.v
export SDC_FILE = /design/flow/constraint.sdc
export NUM_CORES = 4
export LEC_CHECK = 1
export CORE_AREA = 10 10 107 107
export DIE_AREA = 0 0 117 117
==> flow/constraint.sdc <==
current_design UART_Tx

set clk_period 1.9
set clk_io_pct 0.2

create_clock -name clk0 -period $clk_period [get_ports {clk}]

set non_clock_inputs [all_inputs -no_clocks]
set_input_delay [expr $clk_period * $clk_io_pct] -clock clk0 $non_clock_inputs
set_output_delay [expr $clk_period * $clk_io_pct] -clock clk0 [all_outputs]
==> out/results.tsv <==
metric	value	unit
initial antenna violation count	0	
H-tree levels	1	
Min Hold Slack	0.499	ns
TritonCTS clock tree	built	
Worst path most repeated cell	xnor2_1	
register bit total from synthesis	24	
ao+oa area frac	0.115	
Slowest-stage cell, CP	clkdlybuf4s50_1	
Max Slew Vio Count	0	
top cells by area, synth	dfxtp_1, mux2i_1, nor2b_1	
OpenROAD warnings	25	
I/O pins	18	
Core Rows	35	
CP endpoint kind	flop	
R2R Path End	data_out	
post-CTS setup buffers	0	
synth unique cells	33	
vias per cell	3.21	
R2R setup slack	0.42	ns
Critical Path Fanout Max	1	
startpoint types	primary input	
Cell Pwr Density	741	nW/um2
Synth Seq Share	0.487	
root buffer cell	clkbuf_8	
drt first pass iters	4	
fill count	1021	
skew final	0.00284	ns
CTS resizes	0	
DRC violations left	0	
worst path arrival time	1.91	ns
reg2reg start	data[4]	
routed len/inst	10.8	um
data required time of the worst path	2.04	ns
f_max	565	MHz
critical path class	primary input to flop	
Slew Limit Headroom	0.784	
Pleak	0.478	nW
Syn. warnings	1	
worst path cell trace	clkdlybuf4s50_1 -> inv_1 -> ha_1 -> xnor2_1 -> xnor3_1 -> xnor2_1 -> o221ai_2	
status	finished clean	
Max-Cap Viols	0	
Max-area cell share	0.487	
first-pass GRT wire length	3.74	mm
ys cells	92	
Die W	117	um
unrepaired setup endpoints after global routing	no	
clock tree buffer depth	2	
dpl cell area	1290	um2
total core area	9200	um2
clock sink total	24	
final WL	2.41	mm
share of post-route cells with drive strength above 1	0.0982	
chip height	117	um
asr flop ratio synth	0	
final count of hold timing violations	0	
Placer Congestion	0.789	
total global-route track usage	0.0354	
Synth logic family	simple AND/OR/NAND/NOR gates	
overall power	0.998	mW
most common library cells after synthesis	dfxtp_1, nor2b_1, mux2i_1	
Latency at later pin	0.26	ns
DP Cell Count	219	
HP Class	flop to flop	
HPWL after DPL	1.83	mm
DIE AREA	13700	um2
post-synthesis average cell area	10.7	um2
Finished Layout Cells	223	
Cells on Worst Hold Path	1	
Least-Margin Pin Slew	0.322	ns
Setup Viol. Count Final	0	
flip-flops with a built-in enable	0	
Synth area leader	dfxtp_1	
pin count of the biggest net entering global routing	25	
cts hold-fix bufs	0	
R2R cell count	4	
clock-pin slew on the worst setup and hold paths	0.08	ns
Area Growth Syn to Fin	36.4	%
adder share	0.0127	
Chip Area, Yosys	987	um2
Port Buf Inserts	17	
Final period util	0.931	
via count	716	
XOR/XNOR share of the synthesized area	0.0760	
min Tclk post-route	1.77	ns
TritonCTS Buffers	3	
Worst Hold Endpoint	state[1]	
Post-DRT Antenna Nets	0	
vias in the first global route	707	
most instantiated library cell after synthesis	dfxtp_1	
MUX share of area	0.0811	
Antenna diodes	0	
Post-Synthesis Cells	92	
Max IR drop VDD	0.000251	V
Pre-Place Util	0.107	
DR iter-0 viols	44	
Post-Layout Inst Area	1350	um2
delay of the slowest critical-path stage	0.45	ns
Simple-Gate Fraction of Synth Area	0.196	
critical hold path startpoint	state[12]	
Synth Flop Type	dfxtp_1	
Cell Area, Synth	987	um2
remaining global-route overflow	0	
report_power, final:
part           total (mW)  leakage, nW  switching, mW  internal (mW)
Clock               0.337       0.0288          0.153          0.185
Sequential          0.534        0.195         0.0154          0.519
Combinational       0.126        0.254         0.0474         0.0789
worst max-delay path, delay by kind of cell:
kind                     cells  cell delay (ns)
AND-OR/OR-AND                1             0.10
XOR/XNOR                     3             0.75
adder cells (fa/ha/maj)      1             0.18
buffers and inverters        2             0.49
placed cells by master (no fill, tap or decap), types with 2 or more instances in the layout:
cell type,count
xnor2_1,6
clkdlybuf4s50_1,17
mux2i_1,8
nor2b_1,9
nand2_1,5
nor2_1,2
and2_1,6
buf_4,2
inv_1,3
a22oi_1,4
dfxtp_1,24
clkbuf_8,4
a21oi_1,2
metrics by stage:
stage | TNS, ns | utilization | setup WS [ns]
2_1_floorplan | 0 | - | 0.393
3_3_place_gp | -0.115 | 0.140 | -0.115
3_5_place_dp | -0.146 | 0.140 | -0.146
4_1_cts | 0 | 0.146 | 0.127
5_1_grt | 0 | 0.146 | 0.0403
6_report | 0 | 0.146 | 0.131
sequential cells by signal (all words and copies together) (netlist names):
signal and flops:
state 13, data_out 1, CLKstretch 1, data 8, available 1
how the worst max path moves through the flow:
stage / from / endpoint / slack (ns) / depth (start not counted)
after global routing: par[1] / data_out / 0.04 / 7
after CTS: par[1] / data_out / 0.13 / 7
final: par[1] / data_out / 0.13 / 7
cell type report:
type                       instances  area, um2  area share
timing repair buffer              19        185       0.138
sequential                        24        480       0.357
multi-input combinational         62        475       0.353
clock buffer                       4       55.1      0.0409
inverter                           3       11.3     0.00836
tap                              111        139       0.103
cell families after synthesis:
family,after synthesis
AND/OR/NAND/NOR,32
adder cells (fa/ha/maj),1
flip-flops,24
XOR/XNOR,7
buffers and inverters,6
multiplexers,8
AND-OR/OR-AND,14
metal layers:
metal | share of wire | global-route usage | wire [um]
met3 | 0.12 | 0.0222 | 292
met2 | 0.42 | 0.0484 | 1010
met5 | 0 | 0 | 0
met1 | 0.46 | 0.0471 | 1100
met4 | 0 | 0.00494 | 0
No activity file was given, so power comes from the tool's default toggle rates.
