File: ./design.v
module TX_div (clk,rst,bd_rate,clk_out,SYS_clk_call);
input clk,rst,SYS_clk_call;
input [1:0 ]bd_rate;
output clk_out;
    reg T9600;       
    reg T2400;      
    reg T4800;     
    reg T1200;    
    reg [11:0] TQ9600;  
    reg [13:0] TQ2400;  
    reg [12:0] TQ4800;  
assign clk_out =    (!rst || SYS_clk_call) ? clk    
                   :(bd_rate == 2'b00)? T1200
                   :(bd_rate == 2'b01)? T2400
                   :(bd_rate == 2'b10)? T4800
                   : T9600 ;
always @ (posedge(clk))    
begin
    if ((rst == 1'b0) || (SYS_clk_call) || (bd_rate != 2'b11)) begin  
        TQ9600  <= 12'b0; 
        T9600 <= 1'b1;
    end
    else begin
     if (TQ9600 == 12'd2603) begin
     TQ9600  <= 12'b0; 
     T9600 <= ~T9600; 
        end 
        else begin
       TQ9600 <= TQ9600 + 12'd1;
        end
    end
end
always @ (posedge(clk))    
begin
    if ((rst == 1'b0) || (SYS_clk_call) || (bd_rate[1] == 1'b1)) begin  
        TQ2400  <= 14'b0; 
        T2400 <= 1'b1;
        T1200 <= 1'b1;
    end
    else begin
     if (TQ2400 == 14'd10416) begin
     TQ2400  <= 14'b0; 
     T2400 <= ~T2400;
     if (bd_rate == 2'b00) begin
       T1200 <= T2400 ? ~T1200 : T1200;
     end
        end 
        else begin
       TQ2400 <= TQ2400 + 14'd1;
        end
    end
end
always @ (posedge(clk))    
begin
    if ((rst == 1'b0) || (SYS_clk_call) || (bd_rate != 2'b10)) begin  
        TQ4800  <= 13'b0; 
        T4800 <= 1'b1;
    end
    else begin
     if (TQ4800 == 13'd5207) begin
     TQ4800  <= 13'b0; 
     T4800 <= ~T4800; 
        end 
        else begin
       TQ4800 <= TQ4800 + 13'd1;
        end
    end
end
endmodule
File: ./config.mk
export PLATFORM = sky130hd
export DESIGN_NAME = TX_div
export DESIGN_NICKNAME = TX_div
export VERILOG_FILES = /design/flow/design.v
export SDC_FILE = /design/flow/constraint.sdc
export NUM_CORES = 4
export LEC_CHECK = 1
export CORE_UTILIZATION = 30
File: ./constraint.sdc
current_design TX_div

set clk_period 3.7
set clk_io_pct 0.2

create_clock -name clk0 -period $clk_period [get_ports {clk}]

set non_clock_inputs [all_inputs -no_clocks]
set_input_delay [expr $clk_period * $clk_io_pct] -clock clk0 $non_clock_inputs
set_output_delay [expr $clk_period * $clk_io_pct] -clock clk0 [all_outputs]
File: ./run.sh
#!/bin/bash
# OpenROAD 26Q1-2900-gdf79404cd8, Yosys 0.63+post, stock flow scripts
make -C /OpenROAD-flow-scripts/flow DESIGN_CONFIG=/design/flow/config.mk WORK_HOME=/design/flow/orfs finish
==> notes.md <==
flow finished, numbers: total negative setup slack=0 ns, Avg WL per Cell=10.4 microns, Insertion Delay late pin=0.39 ns, Post-Synthesis Cell Area=0.00193 sq mm, largest net degree at the start of global routing=14, Async SR Flop Fraction=0%, HPWL Detailed=2020 microns, hold-fix buffers at CTS=0, CP Data Arrival Time=2.73 ns, first-pass GRT wire length=5510 microns, P&R area growth vs syn=12.0%, critical path launch point type=clock port, Max VDD drop=0.000227 V, core area=0.00606 sq mm, Largest cells by area=dfxtp_1, xor2_1, nor2_1, Crit Path Class=clk -> out, Fillers=623, worst hold slack=0.443 ns, syn_area_per_cell=9.22 sq um, initial DRC count=30, vias per inst=4.70, Registers, synthesis=43, diodes inserted=0, Hold/Removal Path Class=reg -> reg, CP Capture Type=output pin, Critical Path Fanout Max=2, # DRC=0, routed via count=1382, antenna violations before repair=0, cell taking the most area after synthesis=dfxtp_1, Total Power=853 uW, status=completed, First-pass DRT Iterations=4, Worst slew margin=66.2%, Routability Congestion=0.813, Worst Setup SP=clk, MaxCap Viol Count=0, post_cts resized=0, Worst-Margin Slew=0.506 ns, Worst Setup EP=clk_out, Final Max-Slew Violation Tally=0, distinct lib cells=34, GRT overflow=0, worst r2r src=TQ2400[0], cells in synth_stat.txt=209, Routed Antenna Nets=0, Log Warnings=28, final core utilization=35.6%, worst reg2reg setup slack=1.74 ns, P_leak=0.000686 uW, Detailed Route WL=3040 microns, Starting Density=31.8%, Dominant flop cell=dfxtp_1, share of layout cells above drive strength 1=7.31%, maximum clock skew at final layout=0.00187 ns, IO buf count=5, row count=28, crit path DRT=2.96 ns, Final Hold Vio Count=0, Yosys Chip Area=0.00193 sq mm, Setup Buffers After CTS=0, RSZ-0062 raised after global routing=false, Die Area=0.00675 sq mm, final setup fails=0, number of global-route vias before repair=1334, Post-synth seq share=44.7%, Worst R2R End=T1200, Post-Synthesis Cells=209, clock transition at the registers of the reported paths=0.07 ns, number of synthesis warnings=1, number of enable flip-flop cells=0, PD cells=395 mW/mm^2, R2R depth=6, post-synth top area share=44.7%, GRT Total Usage=10.6%, die height=82.1 microns, CTS tree=yes, die width=82.1 microns, IO Pins=6
## layer usage
layer	part of all wire, %	GRT usage (%)	vias up
met4	2.5	2.98	0
met1	54	15.3	619
met3	3.5	2.79	10
li1	-	-	737
met5	0	0	-
met2	40	15.8	16
## report_power, final
group          switching, uW  leakage (uW)  internal, uW
combinational           8.09      0.000273          6.89
sequential              1.11      0.000347           464
clock                    159     0.0000660           214
total                    168      0.000686           685
## synthesized netlist by cell type (all sizes together) (2+ instances only)
| cell | number |
|---|---|
| o21ai | 2 |
| nand2 | 11 |
| ha | 4 |
| nand3 | 14 |
| clkbuf | 3 |
| nand3b | 2 |
| xnor2 | 16 |
| nor2 | 38 |
| xor2 | 19 |
| nand4 | 12 |
| nor4b | 2 |
| inv | 7 |
| dfxtp | 43 |
| or4b | 2 |
| and4 | 5 |
| nor3 | 7 |
| and3 | 5 |
| nor4 | 4 |
| nor2b | 2 |
## worst min path at each step
stage	start	endpoint	slack [ns]	depth (start not counted)
6_report	TQ4800[0]	TQ4800[0]	0.44	1
5_1_grt	TQ4800[0]	TQ4800[0]	0.47	1
4_1_cts	TQ4800[0]	TQ4800[0]	0.44	1
## critical path, cell delays in order
cell	delay (ns)
clkbuf_8	0.11
clkbuf_8	0.12
mux2_2	0.25
clkdlybuf4s50_1	0.40
## flip-flops by register name (all words and copies together), names as in the netlist
name    cells
TQ4800     13
T2400       1
T9600       1
TQ9600     12
TQ2400     14
T4800       1
T1200       1
## kinds of logic after synthesis
kind of cell,synth area share [%]
DFF,44.7
and+or+nand+nor,31.6
muxes,1.75
AOI/OAI and AO/OA,0.779
buffers and inverters,2.73
adders and majority gates,2.60
xor gates and xnor gates,15.9
## per-stage QoR
step	instance area (sq um)	setup WS, ns	cells
floorplan	1930	0.890	209
global placement	2040	0.488	285
detailed placement	2040	0.488	285
CTS	2160	0.219	294
global route	2160	0.219	294
finish	2160	0.235	294
## layout make-up
type	instances	area (sq um)	area share, %
inverters	7	26.3	1.22
repair buffers	4	40.0	1.86
multi-input cells	155	1010	47.0
well taps	75	93.8	4.35
flip-flops and latches	43	861	39.9
clock buffers	10	124	5.74
## cells in the final DEF, fill, tap and decap left out, types with 2 or more instances in the layout
master,netlist,routed
clkdlybuf4s50_1,0,5
nor3_1,6,6
dfxtp_1,43,43
nand3_1,14,14
and4_1,5,5
ha_1,4,4
nand4_1,12,12
inv_1,7,7
xnor2_1,16,16
and3_1,4,4
clkbuf_8,0,8
nor2_1,38,38
nand3b_1,2,2
nor2b_1,2,2
nor4b_1,2,2
xor2_1,19,19
o21ai_0,2,2
nor4_1,4,4
nand2_1,10,10
Power and IR drop assume default switching activity.
