==> flow/design.v <==
module UART_RX1(clk,rst,data_in,d_num,s_num,par,available,Buffer_out,error);
  input clk;    
  input rst;
  input data_in;    
  input d_num; 
  input s_num;
  input [1:0] par;
  output available;
  output reg [7:0]Buffer_out;
  output reg error;
  reg [3:0]  state;
  reg [3:0]  samp_count;  
  reg [15:0] samp_buffer;  
  reg [7:0]  data_out;
  wire MajorOUT;  
     parameter idle   = 4'd0;
     parameter check  = 4'd1;
     parameter start  = 4'd2;
     parameter parity = 4'd11;
     parameter stop1  = 4'd12;
     parameter stop2  = 4'd13;
  assign MajorOUT = major(samp_buffer,state);
  assign available = (state == idle || (state == stop1 && samp_count != 1'd1) || state == stop2 || state == check)? 1'b1 : 1'b0 ;
  always@(posedge clk)
  begin
       if (~rst)
     begin  
        state     <= idle;
        data_out   <= 8'd0;
        samp_count  <=  4'd0;
        samp_buffer  <= 16'd0;
        Buffer_out    <= 8'd0;
        error          <=  1'd0;
     end  
     else 
       begin  
       case(state)
       idle : begin
                if(data_in) begin
                  state <= idle;  
                end else begin 
                     Sample;
                     state <= check;
                end  
              end  
      check : begin 
               if(samp_count == 4'd0) begin 
                 if (MajorOUT) begin
                  state <= idle;
                  end else begin
                  Sample; 
                  state <= start;
                 end
               end else begin  
                 Sample; 
             end
            end  
      start : begin 
         Sample; 
               if(samp_count == 4'd0) begin 
                 if (MajorOUT)
                  state <= idle;
                else
                  state <= state + 1;  
               end  
            end  
        4'd3 , 4'd4 ,4'd5 , 4'd6 ,4'd7 , 4'd8 : begin  
          Sample;
           if(samp_count == 4'd0) begin
                 state <= state + 1;
                 DataOutShift;  
            end
          end 
       4'd9 : begin 
                  Sample; 
                   if(samp_count == 4'd0)
                   begin
                      DataOutShift;  
                     if(d_num)
                       begin
                         state     <= 4'd10;
                       end else  
                        begin
                          if(par == 2'b00 || par == 2'b11 )
                             begin   
                               state <= stop1;
                               error <= 1'b0;  
                             end
                          else
                              begin
                               state <= parity;
                              end  
                        end  
                    end  
             end  
       4'd10  : begin
                  Sample; 
                   if(samp_count == 4'd0)
                   begin
                      DataOutShift;  
                        if(par == 2'b00 || par == 2'b11 )
                             begin   
                               state <= stop1;
                               error <= 1'b0;  
                             end
                          else
                              begin
                               state <= parity;
                              end  
                   end  
                 end  
       parity :  begin
                  Sample;
                  if (par == 2'b01)
                  begin   
                     if(samp_count == 4'd0) begin
                        if(MajorOUT == parityCheck(data_out,d_num))
                          begin
                            error      <= 1'b0;
                            state      <= stop1;
                          end
                        else
                          begin 
                            error <= 1'b1;
                            state <= stop1;
                          end
                 end  
                      end  
               else if (par==2'b10)
                      begin    
                   if(samp_count == 4'd0) begin
                        if(MajorOUT == parityCheck(~data_out,d_num))
                          begin
                            error <= 1'b0;
                            state <= stop1;
                          end
                        else
                          begin 
                            error <= 1'b1;
                            state <= stop1;
                          end
                 end  
                      end  
                    end  
        stop1: begin 
               Buffer_out <= d_num ? data_out : {1'b0 , data_out[7:1]};        
               if(s_num)  
                begin
                  if(samp_count == 4'd0)
                    begin
                      if(data_in)
                        begin
                          state <= idle;
                        end  
                      else begin
                        Sample;
                        state <= check;
                      end  
                    end  
                  else begin
                    Sample;
                  end  
                end  
              else  
                begin
                  state <= stop2;
                end  
              end  
        stop2 : begin
                 Sample;
                  if(samp_count == 4'd0)
                    begin
                      if(data_in)
                        begin
                          state <= idle;
                        end  
                      else begin
                        Sample;
                        state <= check;
                      end  
                    end  
                    else begin
                    Sample;
                  end  
                end  
         endcase
       end 
  end
  task DataOutShift;
   begin data_out <= ( data_out >> 1  ) | {MajorOUT,7'd0} ; end 
endtask
  task Sample;
    begin
      if ((state == check || state == start) && (samp_count == 4'd7))
        samp_count <= 4'd0;
      else
        samp_count <= samp_count + 1;
        samp_buffer <= (samp_buffer << 1) | {15'd0,data_in} ;
    end
  endtask
function parityCheck ;
   input [7:0] a;
   input data_num;
   begin  
   if (data_num)
   begin   
   parityCheck = a[0] ^ a[1] ^ a[2] ^ a[3] ^ a[4] ^ a[5] ^ a[6] ^ a[7]; 
   end  
   else
   begin  
   parityCheck = a[0] ^ a[1] ^ a[2] ^ a[3] ^ a[4] ^ a[5] ^ a[6];
   end  
   end  
   endfunction 
function  major;
input [15:0]a;
input [3:0]stat;
integer count,i;
begin
count = 0 ; i = 0;
  case(stat) 
 4'd0 , 4'd1 : begin
     for (i=0; i<8; i=i+1)
        begin
          if (a[i]) begin count = count + 1;end
        end
  major = count > 3 ? 1 : 0;
end
default: begin
     for (i=0; i<16; i=i+1)
        begin
          if (a[i]) begin count = count + 1;end
        end
major = count > 7 ? 1 : 0;
 end
endcase
end
endfunction
endmodule
==> flow/run.sh <==
#!/bin/bash
# OpenROAD 26Q1-2900-gdf79404cd8, Yosys 0.63+post, stock flow scripts
make -C /OpenROAD-flow-scripts/flow DESIGN_CONFIG=/design/flow/config.mk WORK_HOME=/design/flow/orfs finish
==> flow/config.mk <==
export PLATFORM = sky130hd
export DESIGN_NAME = UART_RX1
export DESIGN_NICKNAME = UART_RX1
export VERILOG_FILES = /design/flow/design.v
export SDC_FILE = /design/flow/constraint.sdc
export NUM_CORES = 4
export LEC_CHECK = 1
export CORE_UTILIZATION = 30
==> flow/constraint.sdc <==
current_design UART_RX1

set clk_period 9.4
set clk_io_pct 0.2

create_clock -name clk0 -period $clk_period [get_ports {clk}]

set non_clock_inputs [all_inputs -no_clocks]
set_input_delay [expr $clk_period * $clk_io_pct] -clock clk0 $non_clock_inputs
set_output_delay [expr $clk_period * $clk_io_pct] -clock clk0 [all_outputs]
==> qor.csv <==
stage;metric;value;unit
status;status;finished, final reports clean;
clock_network;cts_root_buf;clkbuf_16;
finish;n_fill_cell;1347;
place;port_buffers;16;
timing;layout_setup_ws;587.3;ps
clock_network;numCtsBuffers;5;
finish;synthToLayoutAreaGrowth;14.84;%
drt;vias;3712;
critical_path;slowest_delay;510;ps
timing;finalHoldViolCount;0;
pwr;p_leak;0.001827;uW
job;warning_count;35;
timing;tightest_slew;880.0;ps
drt;drt_first_pass_iters;8;
job;max_cap_violations;0;
timing;tns;0;ps
die;core-area;13450;um^2
yosys;ys_types;81;
finish;ff_latch_area;825.8;um^2
yosys;most_common_cell;nor2_1;
yosys;synth-edff-count;0;
place;hpwlAfterDp;6.708;mm
grt;grt_pass1_vias;3309;
critical_path;worstPathMaxFanout;5;
pwr;peakVddDrop;0.07847;mV
clock_network;worstSkewPairLatency;280;ps
critical_path;required;9610;ps
drt;avgRoutedWirePerCell;13.05;um
clock_network;cts_tree;yes;
yosys;async_flop_share;0;
die;die-area;14450;um^2
yosys;ys_seq_frac;0.1958;
yosys;synth_area_per_cell;8.076;um^2
critical_path;arrival;9020;ps
yosys;synthFlopType;dfxtp_1;
clock_network;cts-htree-levels;2;
grt;grt_first_pass_wirelength;15.75;mm
critical_path;start_kind;flip-flop;
grt;overflow;0;
timing;slew-limit-headroom;0.4094;
worst_hold_path;hold_class;flip-flop to flip-flop;
place;gp_congestion;0.9091;
drt;wirelength;9.173;mm
pwr;powerDensity;193.5;nW/um^2
yosys;yosys-top-cells-area;dfxtp_1, ha_1, nor2_1;
drt;antenna_cells;0;
drt;antenna_left;0;
yosys;synthTopCellsByCount;nor2_1, nand2_1, dfxtp_1;
drt;vias_per_cell;5.280;
yosys;synthesis.area;4192;um^2
yosys;yosys_warnings;1;
die;die_width;120.2;um
critical_path;worstSetupPathType;flip-flop to flip-flop;
clock_network;path_clk_slew;60;ps
die;initCoreUtil;0.3116;
clock_network;clkSinkCount;41;
yosys;yosysCellCount;519;
yosys;netlist_instances;519;
drt;remaining_drc_errors;0;
drt;drt_iter0_markers;371;
critical_path;path_common_cell;ha_1;
timing;setup_viol;0;
finish;final_util;0.3578;
critical_path;cp-end-kind;flip-flop;
yosys;synth_flops;41;
die;fp-row-count;42;
finish;drive_above_1_share;0.1442;
yosys;top_area_frac;0.1958;
timing;slew_viol_final;0;
timing;fmax;113.5;MHz
yosys;largest_area_cell;dfxtp_1;
yosys;ys_area;4192;um^2
timing;finalCritPeriodShare;0.9375;
die;io_pins;17;
grt;antenna_found_initial;0;
grt;grt_max_degree;36;
critical_path;worst_path_max_delay_cell;or4_1;
clock_network;cts_hold_buf;0;
die;die_y;120.2;um
clock_network;clockBufferDepth;2;
finish;final-comb-area;3263;um^2
grt;grt.total_usage;0.1308;
timing;skew;3.865;ps
timing;post-route-min-period;8813;ps
place;dpl_worst_slack;-65.64;ps
pwr;finalPower;931.4;uW
stage by stage:
step	hold WS [ps]	instance area, um^2	std cells
5_1_grt	479.6	4813	703
4_1_cts	460.9	4681	698
3_3_place_gp	447.8	4502	690
2_1_floorplan	417.4	4192	519
3_5_place_dp	448.9	4502	690
6_report	459.0	4813	703
sequential cells by signal, summed over array words and instances (netlist names):
| register | cells |
|---|---|
| samp_buffer | 16 |
| Buffer_out | 8 |
| data_out | 8 |
| samp_count | 4 |
| state | 4 |
| error | 1 |
what timing repair did:
action	in CTS	in global routing
buffers inserted	0	5
gates resized	2	27
pin swaps	0	10
setup endpoints to repair	1	4
final timing paths:
path | cells past startpoint | from | slack [ps] | endpoint
worst max-delay path | 50 | samp_buffer[1] | 590 | error
worst min-delay path | 2 | Buffer_out[7] | 460 | Buffer_out[7]
worst max register to register | 50 | samp_buffer[1] | 590 | error
worst min register to register | 2 | Buffer_out[7] | 460 | Buffer_out[7]
metal layers:
metal / global-route usage / share of wire / wire length, um / vias to the layer above
met2: 0.2051 / 0.46 / 4228 / 74
met3: 0.01541 / 0.033 / 304 / 6
met5: 0 / 0 / 0 / -
met4: 0.01328 / 0.0065 / 60 / 0
met1: 0.2005 / 0.50 / 4579 / 1754
li1: - / - / - / 1878
cells in the final DEF (no fill, tap or decap), types with 4 or more instances in the layout:
| cell type | n |
|---|---|
| nor2_1 | 73 |
| nand2_1 | 41 |
| dfxtp_1 | 39 |
| xnor2_1 | 28 |
| o21ai_0 | 22 |
| a21oi_1 | 20 |
| a22oi_1 | 19 |
| ha_1 | 19 |
| inv_1 | 18 |
| mux2i_1 | 17 |
| nand3_1 | 17 |
| clkdlybuf4s50_1 | 16 |
| buf_4 | 13 |
| xor2_1 | 12 |
| a211oi_1 | 9 |
| nor2b_1 | 7 |
| and2_1 | 7 |
| a31oi_1 | 7 |
| o31ai_1 | 6 |
| clkbuf_16 | 5 |
| nor3b_1 | 4 |
| or2_2 | 4 |
| nand2b_1 | 4 |
| and3_1 | 4 |
| nor3_1 | 4 |
cell families (layout without fill, tap and decap cells):
family | count (synthesis) | after routing | synth area share
buf+inv | 50 | 58 | 0.04985
flops | 41 | 41 | 0.1958
fa+ha+maj | 25 | 25 | 0.07463
xor+xnor | 54 | 54 | 0.1633
mux | 23 | 23 | 0.05970
simple gates | 195 | 195 | 0.2278
compound gates | 131 | 131 | 0.2290
report_power, final:
group / leakage [uW] / switching [uW] / total, uW / internal, uW
clock network: 0.0000810 / 70.7 / 197 / 126
registers: 0.000333 / 23.8 / 216 / 192
logic: 0.00141 / 301 / 519 / 218
area by class of cell:
cell class,instances,share of cell area
Clock buffer,6,0.02677
Clock inverter,2,0.008058
Inverter,21,0.01638
Multi-Input combinational cell,428,0.6779
Sequential cell,41,0.1716
Tap cell,176,0.04575
Timing Repair Buffer,29,0.05355
worst max-delay path: cells and delay by family, from the launching register on:
family	cells	cell delay (ps)
AND/OR/NAND/NOR	19	2330
adder cells (fa/ha/maj)	13	3470
flip-flops	1	370
AND-OR/OR-AND	11	1520
buffers and inverters	3	220
XOR/XNOR	1	160
multiplexers	3	670
Power and IR drop assume default switching activity.
